==> flow/design.v <==
module Counter(inputClock, pause, nReset, count, outputClock);
	input inputClock, pause, nReset;
	parameter MAX = 4'd9;  
	parameter SIZE = 4;
	output reg outputClock;
	output reg [SIZE - 1: 0] count;
	always @(negedge inputClock, negedge nReset)
	begin
		if (!nReset)
		begin
			count <= 0;
			outputClock <= 0;
		end
		else if (pause)
		begin
			count <= count;
			outputClock <= outputClock;
		end
		else if (count == MAX / 2)
		begin
			count <= count + 1;
			outputClock <= 1;
		end
		else if (count >= MAX)
		begin
			count <= 0;
			outputClock <= 0;
		end
		else 
		begin
			count <= count + 1;
			outputClock <= outputClock;	
		end
	end
endmodule
module HexDisplayTranslator(binInput, hexDisplayOutput);
    input [3:0] binInput;
    output reg [6:0] hexDisplayOutput;
    always @(*)
        case (binInput)
            4'h0: hexDisplayOutput = 7'b100_0000;
            4'h1: hexDisplayOutput = 7'b111_1001;
            4'h2: hexDisplayOutput = 7'b010_0100;
            4'h3: hexDisplayOutput = 7'b011_0000;
            4'h4: hexDisplayOutput = 7'b001_1001;
            4'h5: hexDisplayOutput = 7'b001_0010;
            4'h6: hexDisplayOutput = 7'b000_0010;
            4'h7: hexDisplayOutput = 7'b111_1000;
            4'h8: hexDisplayOutput = 7'b000_0000;
            4'h9: hexDisplayOutput = 7'b001_1000;
            4'hA: hexDisplayOutput = 7'b000_1000;
            4'hB: hexDisplayOutput = 7'b000_0011;
            4'hC: hexDisplayOutput = 7'b100_0110;
            4'hD: hexDisplayOutput = 7'b010_0001;
            4'hE: hexDisplayOutput = 7'b000_0110;
            4'hF: hexDisplayOutput = 7'b000_1110;
            default: hexDisplayOutput = 7'h7f;
        endcase
endmodule
module Timer(CLOCK_50,KEY,SW, HEX0, HEX1, HEX2, HEX3, HEX4, HEX5);
	input [9:0] SW;
	input [3:0] KEY;
	input CLOCK_50;
	output [6:0] HEX0, HEX1, HEX2, HEX3, HEX4, HEX5;
	localparam SIZE = 26;
	wire msClock;  
	wire csClock;  
	wire dsClock;  
	wire sClock;   
	wire s10Clock; 
	wire [SIZE - 1:0] garbage;
	wire [3:0] csCount;
	wire [3:0] dsCount;
	wire [3:0] sCount;
	wire [3:0] s10Count;
	wire pauseSwitch;
	assign pauseSwitch = SW[0];
	wire nResetButton;
	assign nResetButton = KEY[0];
	defparam msCounter.MAX = 26'd499_999;
	defparam msCounter.SIZE = SIZE;
	Counter msCounter(.inputClock(CLOCK_50), .pause(pauseSwitch),
		.nReset(nResetButton), .count(garbage), .outputClock(msClock));
	Counter csCounter(.inputClock(msClock), .pause(pauseSwitch),
		.nReset(nResetButton), .count(csCount), .outputClock(csClock));
	Counter dsCounter(.inputClock(csClock), .pause(pauseSwitch),
		.nReset(nResetButton), .count(dsCount), .outputClock(dsClock));
	Counter sCounter(.inputClock(dsClock), .pause(pauseSwitch),
		.nReset(nResetButton), .count(sCount), .outputClock(sClock));
	defparam s10Counter.MAX = 6 - 1;
	Counter s10Counter(.inputClock(sClock), .pause(pauseSwitch),
		.nReset(nResetButton), .count(s10Count), .outputClock(s10Clock));
	HexDisplayTranslator csDisplay(.binInput(csCount), .hexDisplayOutput(HEX0));
	HexDisplayTranslator  dsDisplay(.binInput(dsCount), .hexDisplayOutput(HEX1));
	HexDisplayTranslator  sDisplay(.binInput(sCount), .hexDisplayOutput(HEX2));
	HexDisplayTranslator  s10Display(.binInput(s10Count), .hexDisplayOutput(HEX3));
	assign HEX4 = 7'b111_1111;
	assign HEX5 = 7'b111_1111;
endmodule
==> flow/run.sh <==
#!/bin/bash
# OpenROAD 26Q1-2900-gdf79404cd8, Yosys 0.63+post, stock flow scripts
make -C /OpenROAD-flow-scripts/flow DESIGN_CONFIG=/design/flow/config.mk WORK_HOME=/design/flow/orfs finish
==> flow/config.mk <==
export PLATFORM = sky130hd
export DESIGN_NAME = Timer
export DESIGN_NICKNAME = Timer
export VERILOG_FILES = /design/flow/design.v
export SDC_FILE = /design/flow/constraint.sdc
export NUM_CORES = 4
export LEC_CHECK = 1
export CORE_UTILIZATION = 40
==> flow/constraint.sdc <==
current_design Timer

set clk_period 4.2
set clk_io_pct 0.2

create_clock -name clk0 -period $clk_period [get_ports {CLOCK_50}]

set non_clock_inputs [all_inputs -no_clocks]
set_input_delay [expr $clk_period * $clk_io_pct] -clock clk0 $non_clock_inputs
set_output_delay [expr $clk_period * $clk_io_pct] -clock clk0 [all_outputs]
==> results.json <==
{
  "tool_warnings": 53,
  "grt-ovfl-total": 0,
  "ys_warn_count": 4,
  "crit_slowest_cell": "dlygate4sd2_1",
  "status": "finished clean",
  "fin_util": 0.466,
  "setup_viol": 0,
  "grt_usage": 0.160,
  "setup_tns_ns": 0,
  "antenna_left": 0,
  "unclocked_pins": 19,
  "h-tree-depth": 1,
  "cap_violations": 0,
  "cts_root_buf": "clkbuf_8",
  "wl_mm": 6.39,
  "async_flop_share": 1.00,
  "area_delta_synth_final_pct": 13.1,
  "core-area_um2": 8180,
  "crit_cells": 7,
  "synthDistinctLibCells": 50,
  "mostFrequentLayoutCell": "nor2_1",
  "nFillCells": 780,
  "area.sequential_um2": 1150,
  "max_slew_margin": 0.548,
  "cts-hold-fix-buffers": 0,
  "critPathMaxStageDelay_ns": 0.28,
  "setup_slack_ns": 0.165,
  "die_w_um": 93.7,
  "met3_wirelength_um": 123,
  "drt_first_pass_iters": 6,
  "logic_area_um2": 2010,
  "yosys.stat.seqShare": 0.342,
  "syn_avg_cell_area_um2": 8.46,
  "synthCells": 398,
  "drc": 0,
  "placed_cell_area_um2": 3750,
  "fp_util": 0.412,
  "wl_per_cell_um": 12.0,
  "stdcell_area_um2": 3810,
  "placedCellCount": 528,
  "whs_path_depth": 2,
  "worstSkewPairLatency_ns": 0.28,
  "crit_buf_inv": 3,
  "fin_skew_ns": 0.00183,
  "edf_count": 0,
  "cts_buffer_depth": 2,
  "cts_made_buffers": 3,
  "chipArea_um2": 8790,
  "post-place-ws_ns": -0.364,
  "lay_top_cells": "52 x nor2_1, 46 x dfrtn_1, 36 x o21ai_0, 33 x nand2_1, 28 x clkdlybuf4s50_1",
  "dr_total_vias": 2803,
  "vdd_ir_drop_max_v": 0.000134,
  "unconstrained_endpoints": 47,
  "path_cells": "dlygate4sd2_1 > buf_4 > nor4_4 > buf_6 > nand4_1 > xor2_1 > nor2_1",
  "holdCritPathClass": "reg -> reg",
  "wl_met1_mm": 3.36,
  "rsz0062_at_grt": "no",
  "slew_viol_final": 0,
  "highest_layer": "met4",
  "worst_slew_pin_slew_ns": 0.678,
  "ys_area_um2": 3370,
  "cts_tree": "yes",
  "instances_no_fill": 533,
  "clkTransAtPathRegs_ns": 0.06,
  "grt_max_degree": 32,
  "cp-end-kind": "flip-flop",
  "yosysCellCount": 398,
  "leakage_nw": 1.68,
  "finalHoldViolCount": 0,
  "num_rows": 33,
  "grt_pass1_wl_mm": 11.5,
  "r2r_cells": 7,
  "crit_arrival_ns": 2.07,
  "met2_length_mm": 2.88,
  "grt_pass1_vias": 2537,
  "worstSetupPathType": "in -> reg",
  "die_height_um": 93.7,
  "synthFlopType": "dfrtn_1",
  "n_antenna_cell": 0,
  "power.density_nw_per_um2": 150,
  "crit_path_start_kind": "input port",
  "ios": 57,
  "cp_max_fo": 10,
  "ys.flops": 46,
  "drive_above_1_share": 0.0864,
  "cp.required_ns": 2.23,
  "viasPerCell": 5.26,
  "io_buffer_count": 30,
  "hpwlAfterDp_mm": 4.71,
  "antenna_found_initial": 0,
  "crit_family": "buffers and inverters",
  "place.gp.congestion": 0.813,
  "drt_iter0_markers": 98,
  "syn_area_um2": 3370
}
## layer usage
layer,vias up,track usage
li1,1435,-
met1,1329,0.265
met2,37,0.245
met3,2,0.00905
met4,0,0.0154
met5,-,0
## cell usage after synthesis, types with 2 or more instances
cell	n	area, um2
nor2_1	52	195
dfrtn_1	46	1150
o21ai_0	36	180
nand2_1	33	124
ha_1	21	263
a21oi_1	19	95.1
nand3_1	17	85.1
buf_4	16	120
inv_1	16	60.1
xor2_1	16	140
clkbuf_1	12	45.0
mux2i_1	9	90.1
a22o_1	8	70.1
nand4_1	8	50.1
a31oi_1	6	37.5
and3_1	6	37.5
o22ai_1	6	37.5
mux2_2	5	56.3
nor2b_1	5	31.3
nor3_1	5	25.0
and4_1	4	35.0
nand2b_1	4	25.0
or3_1	4	25.0
xnor2_1	4	35.0
o31ai_1	3	22.5
or3b_2	3	26.3
or4_1	3	22.5
a21boi_0	2	15.0
a32o_1	2	20.0
buf_1	2	7.51
buf_6	2	22.5
nand3_2	2	20.0
nor3b_1	2	15.0
nor4_1	2	12.5
o211ai_1	2	15.0
## stage by stage
| stage | hold slack [ns] | total power, mW |
|---|---|---|
| floorplan | 0.437 | 0.407 |
| global placement | 0.483 | 0.431 |
| detailed placement | 0.494 | 0.433 |
| CTS | 0.495 | 0.583 |
| global route | 0.516 | 0.613 |
| finish | 0.485 | 0.573 |
## kinds of logic after synthesis
logic type	share of synthesized area
DFF	0.342
xor gates and xnor gates	0.0520
AOI/OAI and AO/OA	0.159
muxes	0.0435
adders and majority gates	0.0780
other	0.00111
buffers and inverters	0.0758
and+or+nand+nor	0.248
## worst register-to-register path, cell delays in order, from the launching register on
cell and delay [ns]:
dfrtn_1 0.49, ha_1 0.24, nand3_2 0.13, or3_1 0.38, o31a_2 0.43, a21oi_4 0.19, buf_4 0.18, nor2_1 0.06
## area by class of cell
type | instances | area share
multi-input cells | 317 | 0.528
flip-flops and latches | 46 | 0.302
repair buffers | 45 | 0.108
well taps | 105 | 0.0345
inverters | 16 | 0.0158
clock buffers | 4 | 0.0118
## state kept, by name, indices dropped and copies added, names as in the netlist
signal                 cells
dsCounter.count            4
sCounter.count             4
sCounter.outputClock       1
msCounter.outputClock      1
csCounter.outputClock      1
s10Counter.count           4
csCounter.count            4
msCounter.count           26
dsCounter.outputClock      1
## power breakdown
| part | internal [mW] | switching [mW] |
|---|---|---|
| Combinational | 0.0428 | 0.0546 |
| Clock | 0.0679 | 0.0773 |
| Sequential | 0.291 | 0.0393 |
| Total | 0.402 | 0.171 |
## final timing paths
path,from,end,slack (ns)
min reg2reg,msCounter.count[25],msCounter.count[25],0.49
max in group asynchronous,KEY[0],msCounter.count[2],1.16
min,msCounter.count[25],msCounter.count[25],0.49
max,SW[0],msCounter.count[13],0.17
max reg2reg,msCounter.count[0],msCounter.count[14],1.95
min in group asynchronous,KEY[0],msCounter.count[23],2.58
## what timing repair did
action,in CTS,in global routing
buffers inserted,1,0
endpoints found under the setup margin,14,0
resized,2,0
No activity file was given, so power comes from the tool's default toggle rates.
