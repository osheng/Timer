==> flow/design.v <==
module RateDivider(inputClock, pause, nReset, outputClock);
	input inputClock, pause, nReset;
	output reg outputClock;
	parameter MAX_VAL = 26'd50_000_000;
	reg [25:0] counter;
	always @(posedge inputClock, posedge pause, negedge nReset)
	begin
	if (!nReset) begin
		outputClock <= 1'b0;
		counter <= 26'b0;
	end
	else if (pause) counter <= counter;
	else if (counter >= MAX_VAL) begin
		counter <= 26'b0;
		outputClock <= ~outputClock;
	end
	else counter <= counter + 26'b1;
	end
endmodule
==> flow/run.sh <==
#!/bin/bash
# OpenROAD 26Q1-2900-gdf79404cd8, Yosys 0.63+post, stock flow scripts
make -C /OpenROAD-flow-scripts/flow DESIGN_CONFIG=/design/flow/config.mk WORK_HOME=/design/flow/orfs finish
==> flow/config.mk <==
export PLATFORM = sky130hd
export DESIGN_NAME = RateDivider
export DESIGN_NICKNAME = RateDivider
export VERILOG_FILES = /design/flow/design.v
export SDC_FILE = /design/flow/constraint.sdc
export NUM_CORES = 4
export LEC_CHECK = 1
export CORE_AREA = 10 10 113 113
export DIE_AREA = 0 0 123 123
==> flow/constraint.sdc <==
current_design RateDivider

set clk_period 1.8
set clk_io_pct 0.2

create_clock -name clk0 -period $clk_period [get_ports {inputClock}]

set non_clock_inputs [all_inputs -no_clocks]
set_input_delay [expr $clk_period * $clk_io_pct] -clock clk0 $non_clock_inputs
set_output_delay [expr $clk_period * $clk_io_pct] -clock clk0 [all_outputs]
==> results_dict.tcl <==
# metrics dict for downstream scripts
set metrics [dict create \
    status "finished, violations left" \
    hp-class "flop to async pin" \
    netlist.area_leader.share_pct 41.7 \
    dp_slack_ns -0.00148 \
    crit_chain "nand3_2, or3_4, or4_4, a22oi_2" \
    end_kind "flop" \
    period_used_pct 105 \
    antenna_found_initial 0 \
    htreeDepth 1 \
    clk_latency_ns 0.27 \
    tritoncts "built" \
    grt_pass1_wl_mm 8.43 \
    core_sq_um 10300 \
    slew_violations 0 \
    first_global_vias 1751 \
    cts_inserted_buffers 3 \
    period_needed_ns 1.88 \
    dp_hpwl_mm 3.36 \
    reg2reg_from "counter[15]" \
    synth_seq_share_pct 41.7 \
    via_count 1860 \
    drive_gt1_share_pct 23.4 \
    firstDrtPassIters 4 \
    num_rows 37 \
    viasPerCell 4.64 \
    synth_cell_types 37 \
    syn_avg_cell_area_sq_um 8.99 \
    fp_util_pct 20.4 \
    setup_viol 6 \
    tightest_slew_ns 0.591 \
    drt_wl_total_mm 5.01 \
    tool_warnings 54 \
    maxCapViolations 0 \
    cts.path.max_buffers 2 \
    die_width_microns 123 \
    startpoint "counter[15]" \
    synthTopCellsByCount "32 x nand2_1, 28 x a21boi_0, 27 x dfbbp_1" \
    drt_iter0_markers 127 \
    cp_slowest_cell "dfbbp_1" \
    crit_type "flop to flop" \
    slowest_delay_ns 0.59 \
    clock-root-buffer "clkbuf_8" \
    critPathBufInv 0 \
    io_buffer_count 3 \
    p_per_area_nw_per_um2 450 \
    ys_cells 234 \
    drc 0 \
    ys_area_sq_um 2100 \
    arrival_ns 2.07 \
    top_cell "nand2_1" \
    dieHeight_microns 123 \
    fmax_mhz 532 \
    syn_to_final_growth_pct 25.2 \
    cp-start-kind "flop" \
    diodes 0 \
    cts.clk_slew.worst_paths_ns 0.10 \
    synth_cells 234 \
    critical_path.max_fanout 7 \
    ys.flops 27 \
    vdd_drop_max_uv 266 \
    synth_area_sq_um 2100 \
    dieArea_sq_um 15100 \
    routedWlPerCell_microns 12.5 \
    p_leak_nw 0.954 \
    ys.flop_type "dfbbp_1" \
    path_delay_family "simple AND/OR/NAND/NOR gates" \
    grt_start_max_net_pins 28 \
    postCtsHoldBufs 0 \
    finalHoldViolCount 0 \
    fin_skew_ns 0.00323 \
    grt_use_total_pct 6.68 \
    slew_headroom_pct 60.6 \
    io_pins 4 \
    antenna_left 0 \
    crit_required_ns 1.99 \
    area_leaders "dfbbp_1 42%, a21boi_0 10%, nand2_1 5.7%" \
    violations "negative setup slack" \
    rsz0062_at_grt "yes" \
    synth-edff-count 0 \
    ys_warn_count 7 \
    globalplace.congestion 0.861 \
    whs_ns 0.408 \
    setup_slack_ns -0.0812 \
    gr-total-overflow 0 \
    largest_area_cell "dfbbp_1" \
    post-route-util_pct 25.5 \
    async_flop_share_pct 100 \
    clock-sinks 27 \
]
[final cells by class]
type                    instances  area, sq um
flip-flops and latches         27          878
repair buffers                 46          365
well taps                     136          170
inverters                      27          103
multi-input cells             161         1070
clock buffers                   4         45.0
fillers                      1073         7690
[worst reg2reg max path, delay by kind of cell, from the launching register on]
| kind | cells | cell delay (ns) |
|---|---|---|
| AOI/OAI and AO/OA | 1 | 0.14 |
| and+or+nand+nor | 3 | 1.06 |
| DFF | 1 | 0.59 |
[metal layers]
layer	GRT usage, %	wire length (microns)	vias up
met2	10.5	2310	28
met5	0	0	-
li1	-	-	910
met3	1.16	161	4
met1	9.69	2470	918
met4	0.946	61	0
[final timing paths]
kind	end	slack, ns	cells past startpoint
worst max-delay path	counter[24]	-0.08	4
worst min-delay path	outputClock	0.41	1
worst max register to register	counter[24]	-0.08	4
worst min register to register	outputClock	0.41	1
max in group asynchronous	counter[25]	0.51	2
min in group clk0	counter[23]	0.70	2
[power breakdown]
part / internal (mW) / switching (mW)
logic: 0.0245 / 0.0360
clock network: 0.159 / 0.200
registers: 0.765 / 0
total: 0.949 / 0.236
[sequential cells by signal, summed over array words and instances, names as in the netlist]
register	flops
outputClock	1
counter	26
[timing repair]
action                     4_1_cts  5_1_grt
buffers inserted                 1        1
resized                          0        6
pin swaps                        0        5
cloned                           0        1
setup endpoints to repair        5       26
[cells in the final DEF (no fill, tap or decap), types with 2 or more instances in the layout]
cell              n
a21boi_0         28
a21oi_1          14
a22oi_1           8
a22oi_2           4
and2_1            2
and4_1            3
buf_4            42
clkbuf_8          3
clkdlybuf4s50_1   3
dfbbp_1          27
ha_1              2
inv_1            26
nand2_1          32
nand3_1           8
nand4_1           6
nor2_1            3
nor3_1            2
o21ai_0           6
o31ai_1           4
or3_1             6
or3_4             2
or4_1             3
or4_4             3
xnor2_1          11
[through the flow]
stage	std cells	TNS, ns	total power [mW]	area, sq um
after global routing	401	-1.20	1.23	2640
after detailed placement	394	-0.00165	0.842	2540
after CTS	399	-0.0967	1.20	2600
after floorplan	234	-0.118	0.819	2120
final	401	-0.403	1.19	2640
after global placement	394	0	0.841	2540
[kinds of logic (layout without fill, tap and decap cells)]
kind of cell / after synthesis / count (layout) / synth area share (%)
AND/OR/NAND/NOR: 75 / 76 / 19.4
adder cells (fa/ha/maj): 2 / 2 / 1.19
XOR/XNOR: 11 / 11 / 4.58
buffers and inverters: 47 / 77 / 9.16
multiplexers: 1 / 1 / 0.476
flip-flops: 27 / 27 / 41.7
AND-OR/OR-AND: 71 / 71 / 23.4
Power is estimated from default activity; no workload was simulated.
